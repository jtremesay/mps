--- /design/flow/design.v ---
module ALU(
    input [8 - 1:0] a,
    input [8 - 1:0] b,
    output reg [8 - 1:0] z,
    input [2:0] func,
    input enable
);
    always @(*) begin
        if (enable) begin
            case (func)
                3'b000: z <= a + b;
                3'b100: z <= a - b;
                3'b001: z <= a << b;
                3'b101: z <= a >> b;
                3'b010: z <= a | b;
                3'b110: z <= a & b;
                3'b011: z <= a ^ b;
                3'b111: z <= ~a;
                default: z <= 0;
            endcase
        end else begin
            z <= a;
        end
    end
endmodule
module Control(
    input [3:0] opcode,
    output reg_d_enable,
    output use_imm,
    output alu_enable,
    output [2:0] alu_func,
    output mem_read,
    output mem_write,
    output fire_starting
);
    assign alu_enable = opcode[0];
    assign alu_func = opcode[3:1];
    assign mem_write = opcode == 4'b1010;
    assign mem_read = opcode == 4'b0010;
    assign use_imm = opcode == 4'b0100;
    assign reg_d_enable = alu_enable
        || opcode == 4'b0010
        || opcode == 4'b0100 
        || opcode == 4'b1100;
    assign fire_starting = opcode == 4'b1000;
endmodule
module InstructionDecoder(
    input [16 - 1:0] instr,
    output [3:0] opcode,
    output [3:0] reg_d,
    output [3:0] reg_a,
    output [3:0] reg_b,
    output [8 - 1:0] imm
);
    assign opcode = instr[3:0];
    assign reg_d = instr[7:4];
    assign reg_a = instr[11:8];
    assign reg_b = instr[15:12];
    assign imm = instr[15:8];
endmodule
module InstructionFetcher(
    input [8 - 1:0] pc,
    output [16 - 1:0] instr,
    output [8 - 1:0] mem_addr,
    input [16 - 1:0] mem_value
);
    assign mem_addr = pc;
    assign instr = mem_value;
endmodule
module MemoryAccesser(
    input [8 - 1:0] addr,
    input write_enable,
    input [8 - 1:0] wvalue,
    output [8 - 1:0] rvalue,
    output [8 - 1:0] mem_addr,
    output mem_wenable,
    input [8 - 1:0] mem_rvalue,
    output [8 - 1:0] mem_wvalue
);
    assign mem_addr = addr;
    assign mem_wenable = write_enable;
    assign mem_wvalue = wvalue;
    assign rvalue = mem_rvalue;
endmodule
module ProgramCounter(
    output reg [8 - 1:0] pc,
    input clock,
    input nreset,
    input on_fire
);
    always @(posedge clock) begin
        if (!nreset) begin
            pc <= 0;
        end else if (!on_fire) begin
            pc <= pc + 1;
        end
    end
endmodule
module RegisterFile(
    input reg_d_enable,
    input [3:0] reg_d,
    input [8 - 1:0] reg_d_value,
    input [3:0] reg_a,
    output [8 - 1:0] reg_a_value,
    input [3:0] reg_b,
    output [8 - 1:0] reg_b_value
); 
    reg [8 - 1:0] r_regs [16 - 1:1];
    assign reg_a_value = reg_a == 0 ? 0 : r_regs[reg_a];
    assign reg_b_value = reg_b == 0 ? 0 : r_regs[reg_b];
    always @(*) begin
        if (reg_d_enable && reg_d != 0) begin
            r_regs[reg_d] <= reg_d_value;
        end
    end
endmodule
module WriteBacker(
    input [8 - 1:0] alu_z,
    input [8 - 1:0] mem_value,
    input mem_read,
    output [8 - 1:0] d_value
); 
    assign d_value = mem_read ? mem_value : alu_z;
endmodule
`timescale 1ns / 1ps
module MPSCPU(
    output [8 - 1:0] imem_addr,
    input [16 - 1:0] imem_value,
    output [8 - 1:0] dmem_addr,
    output dmem_wenable,
    input [8 - 1:0] dmem_rvalue,
    output [8 - 1:0] dmem_wvalue,
    input clock,
    input nreset
);
    reg r_on_fire;
    wire r_fire_starting;
    always @(posedge clock) begin
        if (!nreset) begin
            r_on_fire <= 0;
        end else if (r_fire_starting) begin
            r_on_fire <= 1;
        end
    end
    wire [8 - 1:0] r_pc;  
    ProgramCounter c_pc(
        .pc(r_pc),
        .clock(clock),
        .nreset(nreset),
        .on_fire(r_on_fire)
    );
    wire [16 - 1:0] r_instr;
    InstructionFetcher c_if(
        .pc(r_pc),
        .instr(r_instr),
        .mem_addr(imem_addr),
        .mem_value(imem_value)
    );
    wire [3:0] r_opcode;
    wire [3:0] r_reg_d;
    wire [3:0] r_reg_a;
    wire [3:0] r_reg_b;
    wire [8 - 1:0] r_imm;
    InstructionDecoder c_id(
        .instr(r_instr),
        .opcode(r_opcode),
        .reg_d(r_reg_d),
        .reg_a(r_reg_a),
        .reg_b(r_reg_b),
        .imm(r_imm)
    );
    wire r_alu_enable;
    wire [2:0] r_alu_func;
    wire r_use_imm;
    wire r_reg_d_enable;
    wire r_mem_read; 
    wire r_mem_write; 
    Control c_c(
        .opcode(r_opcode),
        .reg_d_enable(r_reg_d_enable),
        .use_imm(r_use_imm),
        .alu_enable(r_alu_enable),
        .alu_func(r_alu_func),
        .mem_read(r_mem_read),
        .mem_write(r_mem_write),
        .fire_starting(r_fire_starting)
    );
    wire [8 - 1:0] r_reg_d_value;
    wire [8 - 1:0] r_reg_a_value;
    wire [8 - 1:0] r_reg_b_value;
    RegisterFile c_rf(
        .reg_d_enable(r_reg_d_enable),
        .reg_d(r_reg_d),
        .reg_d_value(r_reg_d_value),
        .reg_a(r_reg_a),
        .reg_a_value(r_reg_a_value),
        .reg_b(r_reg_b),
        .reg_b_value(r_reg_b_value)
    );
    wire [8 - 1:0] r_alu_z;
    ALU c_alu(
        .a(r_use_imm ? r_imm : r_reg_a_value),
        .b(r_reg_b_value),
        .z(r_alu_z),
        .func(r_alu_func),
        .enable(r_alu_enable)
    );
    wire [8 - 1:0] r_mem_value;
    MemoryAccesser c_ma(
        .addr(r_reg_a_value),
        .write_enable(r_mem_write),
        .wvalue(r_reg_b_value),
        .rvalue(r_mem_value),
        .mem_addr(dmem_addr),
        .mem_wenable(dmem_wenable),
        .mem_rvalue(dmem_rvalue),
        .mem_wvalue(dmem_wvalue)
    );
    WriteBacker c_wb(
        .alu_z(r_alu_z),
        .mem_value(r_mem_value),
        .mem_read(r_mem_read),
        .d_value(r_reg_d_value)
    );
endmodule
--- /design/flow/constraint.sdc ---
current_design MPSCPU

set clk_period 8.0
set clk_io_pct 0.2

create_clock -name clk0 -period $clk_period [get_ports {clock}]

set non_clock_inputs [all_inputs -no_clocks]
set_input_delay [expr $clk_period * $clk_io_pct] -clock clk0 $non_clock_inputs
set_output_delay [expr $clk_period * $clk_io_pct] -clock clk0 [all_outputs]
--- /design/flow/config.mk ---
export PLATFORM = sky130hd
export DESIGN_NAME = MPSCPU
export DESIGN_NICKNAME = MPSCPU
export VERILOG_FILES = /design/flow/design.v
export SDC_FILE = /design/flow/constraint.sdc
export NUM_CORES = 4
export LEC_CHECK = 1
export CORE_UTILIZATION = 40
--- /design/flow/run.sh ---
#!/bin/bash
# OpenROAD 26Q1-2900-gdf79404cd8, Yosys 0.63+post, stock flow scripts
make -C /OpenROAD-flow-scripts/flow DESIGN_CONFIG=/design/flow/config.mk WORK_HOME=/design/flow/orfs finish
==> deck_impl_summary.md <==
Physical Implementation Snapshot

GRT
  – Gr usage total: 29.89%
  – GRT Residual Overflow: 0
  – First-pass GRT wire length: 40,460 um
  – Number of global-route vias before repair: 6,848
  – Largest net degree at the start of global routing: 59
  – Initial antenna violation count: 0

CTS
  – Hold_buf cts: 0
  – CTS Buffer Depth: 2
  – Clk pin slew, worst setup/hold paths: 0.04 ns
  – CTS buffer count: 3
  – Worst-skew pair later-pin latency: 0.23 ns
  – Post-CTS Resized: 0
  – CTS HTree Levels: 1
  – Root Buffer Master: clkbuf_16
  – Setup bufs post-CTS: 0
  – CTS tree: done

STA
  – Worst Skew: 0.001972 ns
  – Pins Over Slew Limit: 0
  – Setup WS post-layout: 1.139 ns
  – Final hold vios: 0
  – Endpoints left unconstrained: 120
  – Fin crit period: 6.861 ns
  – Final Cycle Share: 85.76%
  – Max-slew headroom: 43.97%
  – Slew @ Worst Pin: 0.8378 ns
  – Setup_tns: 0 ns
  – Register pins left without a clock: 120
  – Final setup fails: 0
  – Fmax: 0.1457 GHz
  – RSZ-0062 raised after global routing: no

Routing
  – Total Wirelength: 26,750 um
  – Vias: 7,271
  – DRC Markers: 0
  – Antenna viol nets, final: 0
  – DR pass1 iterations: 5
  – Vias/cell: 6.301
  – Starting DRT DRC Count: 737
  – Antenna diodes: 0
  – Per-cell routed wire length: 23.18 um

Worst hold path
  – Hold Path Class: register to register
  – Hold path cells: 2

Synth
  – Ys flop type: dlxtn_1
  – Yosys chip area: 7244 um2
  – Most numerous cell in the Yosys netlist: dlxtn_1
  – Mapped Area: 7244 um2
  – Biggest area cells: dlxtn_1, a21oi_1, mux2i_1
  – Async SR Flop Fraction: 0%
  – # Cells Yosys: 920
  – Area leader, netlist: dlxtn_1
  – Synth unique cells: 93
  – Synth top area share: 24.85%
  – Mapped Cells: 920
  – Number of enable flip-flop cells: 0
  – Synthesized area per cell: 7.874 um2
  – Registers, synthesis: 129
  – Commonest cells in the netlist: dlxtn_1, nand2_1, nor2_1
  – Synth warn: 267

Cells and area
  – Layout fillers: 1,767
  – Post-route cell area: 7860 um2
  – Area Overhead vs Synth: 8.497%
  – Final Core Density: 44.97%
  – Layout cell share with drive strength beyond 1: 8.504%

Place
  – Final GP Congestion: 0.9714
  – Placed instance area: 7781 um2
  – Place WS: 1.231 ns
  – DP HPWL: 19,570 um
  – PortBufs: 50

Worst setup path
  – Crit path launch type: primary input
  – Worst r2r path cells: 5
  – Crit Path Max Fanout: 25
  – Worst Path Required: 6.40 ns
  – Arr. time, crit path: 5.26 ns
  – WS Path Type: primary input to output pin
  – CP Capture Type: output pin

Die
  – Die width: 136.6 um
  – DIE AREA: 18,650 um2
  – Die Ht: 136.6 um
  – I/O pin total: 51
  – Fp_density: 41.45%
  – Num rows: 48
  – Core Region: 17,480 um2

Flow run
  – Number of OpenROAD warnings: 34
  – Max-Cap Viols: 0

Power
  – VDD IR-drop max: 144.1 uV
  – Power per cell area: 153.7 nW/um2
  – LEAKAGE: 0.003242 uW

Status
  – Status: finished clean
## stage by stage
step	power, uW	std cells	hold slack (ns)
floorplan	834.6	920	0.5050
global placement	1111	1150	0.5541
detailed placement	1100	1150	0.5671
CTS	1193	1154	0.5795
global route	1298	1154	0.6047
finish	1208	1154	0.5838
## registers in the layout, summed over array words and instances (netlist names)
register / count
c_pc.pc: 8
c_rf.r_regs: 120
r_on_fire: 1
## critical path, stage by stage
cell and delay, ns:
clkdlybuf4s50_1 1.01, buf_4 0.40, or2b_1 0.25, o21ai_0 0.12
o21ai_1 0.09, a32o_1 0.72, inv_1 0.51, clkdlybuf4s50_1 0.53
## final timing paths
path | from | to | slack (ns)
max | imem_value[13] | dmem_wvalue[1] | 1.14
min reg2reg | c_pc.pc[1] | c_pc.pc[1] | 0.58
max reg2reg | c_pc.pc[0] | c_pc.pc[4] | 6.67
min | c_pc.pc[1] | c_pc.pc[1] | 0.58
## routing by layer
metal / track usage [%] / vias to the layer above / routed length (um)
met4: 6.111 / 0 / 595
met2: 43.03 / 384 / 11250
met1: 45.32 / 3415 / 12200
li1: - / 3422 / -
met3: 7.937 / 50 / 2705
met5: 0 / - / 0
## cell families (layout without fill, tap and decap cells)
kind of cell	count (synthesis)	count (layout)	synth area share, %
xor+xnor	16	16	1.934
buf+inv	100	109	7.099
simple gates	338	338	26.41
flops	9	9	2.487
mux	50	50	7.323
latches	120	120	24.85
fa+ha+maj	26	26	4.594
compound gates	261	261	25.29
## area by class of cell
type / count / area [um2] / share of cell area, %
repair buffers: 73 / 643.1 / 8.182
well taps: 225 / 281.5 / 3.582
multi-input cells: 691 / 4755 / 60.49
inverters: 32 / 120.1 / 1.528
clock buffers: 4 / 78.83 / 1.003
flip-flops and latches: 129 / 1982 / 25.21
## cells in the final DEF (no fill, tap or decap), drive strengths merged, types with 10 or more instances in the layout
master / netlist / routed
mux2: 18 / 18
clkdlybuf4s50: 0 / 44
nor2b: 14 / 14
dlxtn: 120 / 120
nand2: 73 / 73
nand4: 11 / 11
o31ai: 10 / 10
and2: 14 / 14
nor2: 67 / 67
ha: 25 / 25
and3: 12 / 12
a21boi: 13 / 13
buf: 47 / 29
o21ai: 37 / 37
nand3b: 30 / 30
nor3: 13 / 13
o211ai: 13 / 13
a31oi: 16 / 16
mux2i: 32 / 32
nand3: 27 / 27
inv: 30 / 30
a21oi: 66 / 66
xnor2: 13 / 13
nand2b: 17 / 17
## report_power, final
group / internal, uW / total, uW / switching [uW] / leakage [uW]
Sequential: 247 / 334 / 87.3 / 0.00105
Clock: 66.5 / 87.0 / 20.5 / 0.0000382
Combinational: 322 / 786 / 465 / 0.00216
Power is estimated from default activity; no workload was simulated.
